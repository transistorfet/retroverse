$ cat /design/flow/run.sh
#!/bin/bash
# OpenROAD 26Q1-2900-gdf79404cd8, Yosys 0.63+post, stock flow scripts
make -C /OpenROAD-flow-scripts/flow DESIGN_CONFIG=/design/flow/config.mk WORK_HOME=/design/flow/orfs finish
$ cat /design/flow/config.mk
export PLATFORM = sky130hd
export DESIGN_NAME = systemboard
export DESIGN_NICKNAME = systemboard
export VERILOG_FILES = /design/flow/design.v
export SDC_FILE = /design/flow/constraint.sdc
export NUM_CORES = 4
export LEC_CHECK = 1
export CORE_AREA = 10 10 77 77
export DIE_AREA = 0 0 87 87
$ cat /design/flow/constraint.sdc
current_design systemboard

set clk_period 2.1
set clk_io_pct 0.2

create_clock -name clk0 -period $clk_period [get_ports {clock}]

set non_clock_inputs [all_inputs -no_clocks]
set_input_delay [expr $clk_period * $clk_io_pct] -clock clk0 $non_clock_inputs
set_output_delay [expr $clk_period * $clk_io_pct] -clock clk0 [all_outputs]
$ cat /design/flow/design.v
module systemboard(
    input clock,
    input reset,
    output reg status_led,
    output vme_sysclk,
    inout vme_sysreset,
    input vme_address_strobe,
    input [1:0] vme_data_strobe,
    input vme_lword,
    input vme_write,
    input [5:0] vme_address_mod,
    input [23:0] vme_address,
    output reg [3:0] vme_bgout,
    input [3:0] vme_br
);
    assign vme_sysclk = clock;
    localparam ACTIVE = 1'b0;
    localparam INACTIVE = 1'b1;
    localparam IDLE = 2'b00;
    localparam BUS_ACQUIRED = 2'b01;
    localparam BUS_CLEAR = 2'b10;
    reg vme_dtb_output_enable;
    reg [1:0] state;
    reg [1:0] current;
    reg [3:0] request_mask;
    reg vme_sysreset_out;
    reg [3:0] vme_br_fifo[1:0];
    always @(negedge clock) begin
        vme_br_fifo[1] <= vme_br;
    end
    always @(posedge clock) begin
        vme_br_fifo[0] <= vme_br_fifo[1];
    end
    assign vme_sysreset = (vme_sysreset_out == ACTIVE) ? 1'b0 : 1'bZ;
    reg [9:0] counter;
    always @(posedge clock) begin
        if (reset == ACTIVE) begin
            vme_sysreset_out <= ACTIVE;
            counter <= 10'b0;
        end else begin
            if (vme_sysreset_out == ACTIVE) begin
                counter <= counter + 10'b1;
                if (counter == 10'h3ff) begin
                    vme_sysreset_out <= INACTIVE;
                end
            end
        end
    end
    always @(posedge clock or negedge reset) begin
        if (reset == ACTIVE) begin
            state <= IDLE;
            vme_bgout <= 4'b1111;
            status_led <= 1'b1;
        end else begin
            status_led <= 1'b0;
            case (state)
                IDLE: begin
                    vme_bgout <= 4'b1111;
                    if (vme_br_fifo[0] != 4'b1111) begin
                        state <= BUS_ACQUIRED;
                        if (vme_br_fifo[0][0] == ACTIVE) begin
                            vme_bgout[0] <= ACTIVE;
                            current <= 2'h0;
                            request_mask <= 4'b0000;
                        end else if (vme_br_fifo[0][1] == ACTIVE) begin
                            vme_bgout[1] <= ACTIVE;
                            current <= 2'h1;
                            request_mask <= 4'b0001;
                        end else if (vme_br_fifo[0][2] == ACTIVE) begin
                            vme_bgout[2] <= ACTIVE;
                            current <= 2'h2;
                            request_mask <= 4'b0011;
                        end else if (vme_br_fifo[0][3] == ACTIVE) begin
                            vme_bgout[3] <= ACTIVE;
                            current <= 2'h3;
                            request_mask <= 4'b0111;
                        end
                    end
                end
                BUS_ACQUIRED: begin
                    if (vme_br_fifo[0][current] == INACTIVE) begin
                        state <= IDLE;
                        vme_bgout[current] <= INACTIVE;
                    end else if ((vme_br_fifo[0] & request_mask) != request_mask) begin
                    end
                end
                default:
                    state <= IDLE;
            endcase
        end
    end
endmodule
==> impl_metrics.ini <==
; physical design summary
[clock_tree]
path_clk_slew_ps = 70
post_cts_buffers = 0
cts_tree = done
worstSkewPairLatency_ps = 430

[detailed_routing]
dr.pass1.iters = 5
drcViolationCount = 0
diodes = 0
via_per_inst = 3.65
drt-wirelength-per-cell_um = 9.79
vias = 460
ant_nets = 0
drt_wl_total_mm = 1.23
drt_iter0_drc = 18

[power]
power_density_nw_per_um2 = 867
p_seq_share_pct = 42.8
total_leakage_power_nw = 0.377
switching_power_mw = 0.171
vdd_ir_drop_max_uv = 635
p_sw_share_pct = 21.1
clkPwrFrac_pct = 54.2
p_total_mw = 0.813
p_comb_share_pct = 3.0
p_int_mw = 0.642

[critical_path]
reg2regPathDepth = 0
path_class = clock port to primary output
timing.rr.start = vme_br_fifo[1][2]
rrSetupSlack_ps = 590
cp_data_arrival_time_ps = 1510
start_kind = clock port
end_kind = primary output
critical_path_required_ps = 1680
crit_fanout = 2
timing.rr.end = vme_br_fifo[0][2]

[placement]
post-place-ws_ps = 111
routabilityCongestion = 0.755
placedInstanceArea_um2 = 836
place_hpwl_um = 906
portBuffers = 11

[global_route]
top_usage_layer = met1
grt_first_pass_wirelength_mm = 2.19
antenna_found_initial = 0
grt_max_degree = 12
met1_usage_pct = 4.66
grt_pass1_vias = 502
grt_use_met3_pct = 2.55
grt_use_total_pct = 3.55
grtUsageMet2_pct = 4.46
grt_overflow_total = 0

[floorplanning]
fp_util_pct = 15.3
io_pins = 48
die_w_um = 87
dieArea_um2 = 7570
rows = 24
die_y_um = 87
core_area_um2 = 4350

[timing]
finalSetupTns_ps = 0
final_hold_viol_count = 0
finalMaxSlewViolations = 0
final-setup-viol-count = 0
grt_setup_unrepaired = false
fin_skew_ps = 76.8
holdWs_ps = 381
timing.final.ws_setup_ps = 169

[yosys]
synthesis.area_um2 = 664
yosysCellCount = 53
yosysUniqueCellTypes = 29
yosysTopAreaCellShare_pct = 24.1
synthCells = 53
top_cells_by_area = dfxtp_1 24%, dfstp_2 24%, edfxtp_1 9.0%
synth_area_per_cell_um2 = 12.5
yosys.area.top_type = dfxtp_1
synth_seq_share_pct = 60.6
ys_chip_area_um2 = 664
yosysWarnings = 3
numSynthFlops = 17

[final_layout]
area_delta_synth_final_pct = 41.1
drive_above_1_share_pct = 24.3
design_area_um2 = 937
final_cell_mix = 10 x clkdlybuf4s50_1, 8 x inv_1, 8 x dfxtp_1
mostFrequentLayoutCell = clkdlybuf4s50_1

[flow_run]
maxCapViolCount = 0
warning_count = 61

[run_status]
status = completed

[min_path]
hold_class = input port to asynchronous set/reset pin
## metrics by stage
step	utilization [%]	std cells
after global placement	19.2	116
final	21.5	126
after CTS	21.5	126
after global routing	21.5	126
after detailed placement	19.2	116
after floorplan	-	54
## routing by layer
metal	up-vias	part of all wire, %
met5	-	0
li1	228	-
met1	201	47
met2	29	39
met4	0	0.81
met3	2	13
## logic make-up (layout without fill, tap and decap cells)
| group | count (synthesis) | count (layout) | synth area share (%) |
|---|---|---|---|
| and+or+nand+nor | 11 | 11 | 9.98 |
| muxes | 6 | 6 | 9.98 |
| other | 1 | 2 | 0.564 |
| buffers and inverters | 7 | 27 | 5.08 |
| DFF | 17 | 17 | 60.6 |
| AOI/OAI and AO/OA | 11 | 11 | 13.7 |
## power groups by stage
stage / sequential (mW) / clock (mW) / combinational, mW
CTS: 0.348 / 0.459 / 0.0244
global route: 0.349 / 0.490 / 0.0276
finish: 0.348 / 0.441 / 0.0241
## state kept, by name, indices dropped and copies added, names as in the netlist
signal,flops
vme_bgout,4
state,2
status_led,1
vme_br_fifo,8
current,2
## final cells by class
class	instances	area, µm²
tap	52	65.1
sequential	17	403
multi-input combinational	30	231
clock buffer	7	91.3
clock inverter	5	23.8
fill	449	3420
inverter	4	15.0
timing repair buffer	11	108
## synth_stat cells
cell type,count
mux2i_1,4
o221ai_2,1
a31oi_1,1
inv_1,5
buf_4,2
nand2b_1,2
dfxtp_1,8
a21boi_0,1
conb_1,1
a21oi_1,1
nand2_1,1
dfrtp_1,1
o21ai_0,1
o22ai_1,1
a41o_1,1
or2b_1,1
edfxtp_1,2
mux2_2,1
nor3b_1,1
a22o_1,2
nor2_1,1
nor2b_2,1
nand3_1,2
and3_1,1
a311oi_1,1
o32a_1,1
dfstp_2,6
and2_1,1
mux2_4,1
## worst max-delay path: stages
cell           delay, ps
clkbuf_8             110
clkbuf_8             120
dlygate4sd2_1        240
## timing repair
item	4_1_cts	5_1_grt
hold buffers	0	0
resized	1	0
setup endpoints to repair	1	0
## worst max path at each step
| stage | to | cells after the start | start |
|---|---|---|---|
| 5_1_grt | vme_sysclk | 3 | clock |
| 4_1_cts | vme_sysclk | 3 | clock |
| 6_report | vme_sysclk | 3 | clock |
Power is estimated from default activity; no workload was simulated.
